### design/flow/design.v
module alu32(
    input [5:0] op,       
    input [31:0] rv1,     
    input [31:0] rv2,     
    output [31:0] rvout,   
    input [31:0] drdata,
    output [31:0] dwdata,
    output [3:0] dwe,
    input [31:0] daddr,
    input [31:0] iaddr,
    input [31:0] instr
);
    reg [31:0] rvout;
    reg [31:0] dwdata;
    reg [3:0] dwe;
    always @* begin
        case(op)
            0 : begin dwdata = 0;rvout = rv1 + rv2; dwe = 0; end   
            1 : begin dwdata = 0;rvout = $signed(rv1) < $signed(rv2); dwe = 0; end  
            2 : begin dwdata = 0;rvout = rv1 < rv2; dwe = 0; end  
            3 : begin dwdata = 0;rvout = rv1 ^ rv2; dwe = 0; end  
            4 : begin dwdata = 0;rvout = rv1 | rv2; dwe = 0; end  
            5 : begin dwdata = 0;rvout = rv1 & rv2; dwe = 0; end  
            6 : begin dwdata = 0;rvout = rv1 << rv2[4:0]; dwe = 0; end  
            7 : begin dwdata = 0;rvout = rv1 >> rv2[4:0]; dwe = 0; end  
            8 : begin dwdata = 0;rvout = $signed(rv1) >>> rv2[4:0]; dwe = 0; end  
            9 : begin dwdata = 0;rvout = rv1 + rv2; dwe = 0; end  
            10: begin dwdata = 0;rvout = rv1 - rv2; dwe = 0; end  
            11: begin dwdata = 0;rvout = rv1 << rv2[4:0]; dwe = 0; end  
            12: begin dwdata = 0;rvout = $signed(rv1) < $signed(rv2); dwe = 0; end  
            13: begin dwdata = 0;rvout = rv1 < rv2; dwe = 0; end  
            14: begin dwdata = 0;rvout = rv1 ^ rv2; dwe = 0; end  
            15: begin dwdata = 0;rvout = rv1 >> rv2[4:0]; dwe = 0; end  
            16: begin dwdata = 0;rvout = $signed(rv1) >> rv2[4:0]; dwe = 0; end  
            17: begin dwdata = 0;rvout = rv1 | rv2; dwe = 0; end  
            18: begin dwdata = 0;rvout = rv1 & rv2; dwe = 0; end  
            19: begin dwdata = 0;dwe = 0;  
                case (daddr[1:0])
                    2'b00 : rvout = {{24{drdata[7]}},drdata[7:0]};
                    2'b01 : rvout = {{24{drdata[15]}},drdata[15:8]};
                    2'b10 : rvout = {{24{drdata[23]}},drdata[23:16]};
                    2'b11 : rvout = {{24{drdata[31]}},drdata[31:24]};
                    default : rvout = {{24{drdata[7]}}, drdata[7:0]};
                endcase
                end
            20: begin dwdata = 0;dwe = 0;  
                case (daddr[1:0])
                    2'b00 : rvout = {{16{drdata[15]}},drdata[15:0]};
                    2'b10 : rvout = {{16{drdata[31]}},drdata[31:16]};
                    default : rvout = {{16{drdata[15]}}, drdata[15:0]};
                endcase
                end
            21: begin dwdata = 0;rvout = drdata; dwe = 0; end  
            22: begin dwdata = 0;dwe = 0;  
                case (daddr[1:0])
                    2'b00 : rvout = {{24{1'b0}},drdata[7:0]};
                    2'b01 : rvout = {{24{1'b0}},drdata[15:8]};
                    2'b10 : rvout = {{24{1'b0}},drdata[23:16]};
                    2'b11 : rvout = {{24{1'b0}},drdata[31:24]};
                    default : rvout = {{24{1'b0}}, drdata[7:0]};
                endcase
                end
            23: begin dwdata = 0;dwe = 0;  
                case(daddr[1:0])
                    2'b00 : rvout = {{16{1'b0}},drdata[15:0]};
                    2'b10 : rvout = {{16{1'b0}},drdata[31:16]};
                    default : rvout = {{16{1'b0}}, drdata[15:0]};
                endcase
                end
            24: begin dwdata = rv2;rvout =0;  
                case(daddr[1:0])
                    2'b00 : dwe = 4'b0001;
                    2'b01 : dwe = 4'b0010;
                    2'b10 : dwe = 4'b0100;
                    2'b11 : dwe = 4'b1000;
                    default : dwe = 4'b0001;
                endcase
                end
            25: begin dwdata = rv2;rvout =0;  
                case(daddr[1:0])
                    2'b00 : dwe = 4'b0011;
                    2'b10 : dwe = 4'b1100;
                    default : dwe = 4'b0011;
                endcase
                end
            26: begin dwdata = rv2; dwe = 4'b1111;rvout =0; end  
            27: begin dwdata = 0;rvout = {instr[31:12],{12{1'b0}}}; dwe = 0; end  
            28: begin dwdata = 0;rvout = iaddr + {instr[31:12],{12{1'b0}}}; dwe = 0; end  
            29: begin dwdata = 0;rvout = iaddr +4; dwe = 0; end  
            30: begin dwdata = 0;rvout = iaddr +4; dwe = 0; end  
            31: begin dwdata = 0;dwe = 0;rvout =0; end   
            32: begin dwdata = 0;dwe = 0;rvout =0; end
            33: begin dwdata = 0;dwe = 0;rvout =0; end
            34: begin dwdata = 0;dwe = 0;rvout =0; end
            35: begin dwdata = 0;dwe = 0;rvout =0; end
            36: begin dwdata = 0;dwe = 0;rvout =0; end
            default : begin dwdata = 0;rvout =0;dwe=0; end
        endcase
    end
endmodule
module cpu (
    input clk, 
    input reset,
    output [31:0] iaddr,
    input [31:0] idata,
    output [31:0] daddr,
    input [31:0] drdata,
    output [31:0] dwdata,
    output [3:0] dwe
);
    reg [31:0] iaddr,daddr,dwdata;
    reg [3:0]  dwe;
    wire [3:0] dwe1;
    wire [5:0] op;
    wire [31:0] rv1, rv2, rvout, r_rv2, wdata,daddr1,dwdata1;
    wire [4:0] rs1, rs2, rd;
    wire we;
    alu32 u1(
        .op(op),
        .rv1(rv1),            
        .rv2(rv2),
        .rvout(rvout),
        .drdata(drdata),      
        .dwdata(dwdata1),     
        .dwe(dwe1),
        .daddr(daddr1),
        .iaddr(iaddr),
        .instr(idata)
    );
    regfile u2(
        .rs1(rs1),
        .rs2(rs2),
        .rd(rd),
        .we(we),
        .wdata(rvout),
        .rv1(rv1),
        .rv2(r_rv2),
        .clk(clk),
        .op(op),
        .instr(idata),
        .daddr(daddr1)
    );
    dummydecoder u3(
        .instr(idata),
        .op(op),
        .rs1(rs1),
        .rs2(rs2),
        .rd(rd),
        .r_rv2(r_rv2),
        .rv2(rv2),
        .we(we)
    );
    always @(daddr1 or dwdata1 or dwe1) begin
        if (reset) begin
            daddr = 0;
            dwdata = 0;
            dwe = 0;
            end
        else begin
        daddr <= daddr1;
        dwdata <= dwdata1;
        dwe <= dwe1;
        end
    end
    always @(posedge clk) begin
        if (reset) begin
            iaddr <= 0;
        end else begin 
            case(op)  
                29 : iaddr = iaddr + {{12{idata[31]}},idata[19:12],idata[20],idata[30:21],1'b0};  
                30 : begin iaddr = rv1 + {{20{idata[31]}},idata[31:20]} ; iaddr[0] = 0;  end  
                31 : begin if(rv1 == rv2) iaddr = iaddr + {{20{idata[31]}},idata[7],idata[30:25],idata[11:8],1'b0};  
                     else iaddr <= iaddr + 4; end
                32 : begin if(rv1 != rv2) iaddr = iaddr + {{20{idata[31]}},idata[7],idata[30:25],idata[11:8],1'b0};  
                     else iaddr <= iaddr + 4; end
                33 : begin if($signed(rv1) < $signed(rv2)) iaddr = iaddr + {{20{idata[31]}},idata[7],idata[30:25],idata[11:8],1'b0};  
                     else iaddr <= iaddr + 4; end
                34 : begin if($signed(rv1) >= $signed(rv2)) iaddr = iaddr + {{20{idata[31]}},idata[7],idata[30:25],idata[11:8],1'b0};  
                     else iaddr <= iaddr + 4;  end
                35 : begin if(rv1 < rv2) iaddr = iaddr + {{20{idata[31]}},idata[7],idata[30:25],idata[11:8],1'b0};  
                     else iaddr <= iaddr + 4; end
                36 : begin if(rv1 >= rv2) iaddr = iaddr + {{20{idata[31]}},idata[7],idata[30:25],idata[11:8],1'b0}; 
                     else iaddr <= iaddr + 4; end
                default : iaddr <= iaddr + 4;  
            endcase
        end
    end
endmodule
module dummydecoder(
    input [31:0] instr,       
    output reg [5:0] op,      
    output reg [4:0] rs1,     
    output reg [4:0] rs2,     
    output reg [4:0] rd,      
    input  [31:0] r_rv2,      
    output reg [31:0] rv2,    
    output reg we             
);
    always @* begin
        case({instr[14:12], instr[6:0]})
            10'b0000010011 : begin op = 0; rv2 = {{20{instr[31]}},instr[31:20]}; we = 1;end			 
            10'b0100010011 : begin op = 1; rv2 = {{20{instr[31]}},instr[31:20]}; we = 1;end			 
            10'b0110010011 : begin op = 2; rv2 = {{20{instr[31]}},instr[31:20]}; we = 1;end			 
            10'b1000010011 : begin op = 3; rv2 = {{20{instr[31]}},instr[31:20]}; we = 1;end			 
            10'b1100010011 : begin op = 4; rv2 = {{20{instr[31]}},instr[31:20]}; we = 1;end			 
            10'b1110010011 : begin op = 5; rv2 = {{20{instr[31]}},instr[31:20]}; we = 1;end			 
            10'b0010010011 : begin op = 6; rv2 = {{20{instr[31]}},instr[31:20]}; we = 1;end			 
            10'b1010010011 : begin op = instr[30] ? 8 : 7;  rv2 = instr[24:20]; we = 1;end	 
            10'b0000110011 : begin op = instr[30] ? 10 : 9; rv2 = r_rv2; we = 1;end	 
		    10'b0010110011 : begin op = 11; rv2 = r_rv2; we = 1;end			    
		    10'b0100110011 : begin op = 12; rv2 = r_rv2; we = 1;end			    
		    10'b0110110011 : begin op = 13; rv2 = r_rv2; we = 1;end			    
		    10'b1000110011 : begin op = 14; rv2 = r_rv2; we = 1;end			    
            10'b1010110011 : begin op = instr[30] ? 16 : 15; rv2 = r_rv2; we = 1;end	 
		    10'b1100110011 : begin op = 17; rv2 = r_rv2; we = 1;end			    
		    10'b1110110011 : begin op = 18; rv2 = r_rv2; we = 1;end			    
            10'b0000000011 : begin op = 19; rv2 = r_rv2; we = 1;end             
            10'b0010000011 : begin op = 20; rv2 = r_rv2; we = 1;end             
            10'b0100000011 : begin op = 21; rv2 = r_rv2; we = 1;end             
            10'b1000000011 : begin op = 22; rv2 = r_rv2; we = 1;end             
            10'b1010000011 : begin op = 23; rv2 = r_rv2; we = 1;end             
            10'b0000100011 : begin op = 24; rv2 = r_rv2; we = 0;end             
            10'b0010100011 : begin op = 25; rv2 = r_rv2; we = 0;end             
            10'b0100100011 : begin op = 26; rv2 = r_rv2; we = 0;end             
            10'b0001100011 : begin op = 31; rv2 = r_rv2; we = 0;end             
            10'b0011100011 : begin op = 32; rv2 = r_rv2; we = 0;end             
            10'b1001100011 : begin op = 33; rv2 = r_rv2; we = 0;end             
            10'b1011100011 : begin op = 34; rv2 = r_rv2; we = 0;end             
            10'b1101100011 : begin op = 35; rv2 = r_rv2; we = 0;end             
            10'b1111100011 : begin op = 36; rv2 = r_rv2; we = 0;end             
            10'b0001100111 : begin op = 30; rv2 = r_rv2; we = 1;end             
            default : begin case(instr[6:0])      
                7'b1101111 : begin op = 29; rv2 = r_rv2; we = 1;end             
                7'b0110111 : begin op = 27; rv2 = r_rv2; we = 1;end             
                7'b0010111 : begin op = 28; rv2 = r_rv2; we = 1;end             
                default: begin op = 0; rv2 = r_rv2;we = 0; end
            endcase
            end        
    endcase
     rs1 = instr [19:15];
     rs2 = instr [24:20];
     rd  = instr [11:7];
    end    
endmodule
module regfile(
    input [4:0] rs1,      
    input [4:0] rs2,      
    input [4:0] rd,       
    input we,             
    input [31:0] wdata,   
    output [31:0] rv1,    
    output [31:0] rv2,    
    input clk,             
    input [5:0] op,
    input [31:0] instr,
    output reg [31:0] daddr
);
        integer i;
    reg [31:0] memory [0:31];
    reg [31:0] rv1, rv2;
    initial begin   
        for (i=0;i<32;i=i+1) begin
            memory[i] = 0;
            end
        end
    always @*
        begin
        rv1 = memory[rs1];
        rv2 = memory[rs2];
        case(op)
            19,20,21,22,
            23: daddr = rv1 + {{20{instr[31]}},instr[31:20]};  
            24,25,
            26: daddr = rv1 + {{20{instr[31]}},instr[31:25],instr[11:7]};
            default : daddr = 0;
        endcase 
    end
    always @(posedge clk) begin
        if(we == 1 & rd!=0) begin  
            memory[rd] <= wdata;
        end
        else begin
            memory[0] <= 0;
        end
    end
endmodule
### design/flow/run.sh
#!/bin/bash
# OpenROAD 26Q1-2900-gdf79404cd8, Yosys 0.63+post, stock flow scripts
make -C /OpenROAD-flow-scripts/flow DESIGN_CONFIG=/design/flow/config.mk WORK_HOME=/design/flow/orfs finish
### design/flow/config.mk
export PLATFORM = sky130hd
export DESIGN_NAME = cpu
export DESIGN_NICKNAME = cpu
export VERILOG_FILES = /design/flow/design.v
export SDC_FILE = /design/flow/constraint.sdc
export NUM_CORES = 4
export LEC_CHECK = 1
export CORE_UTILIZATION = 40
### design/flow/constraint.sdc
current_design cpu

set clk_period 33.3
set clk_io_pct 0.2

create_clock -name clk0 -period $clk_period [get_ports {clk}]

set non_clock_inputs [all_inputs -no_clocks]
set_input_delay [expr $clk_period * $clk_io_pct] -clock clk0 $non_clock_inputs
set_output_delay [expr $clk_period * $clk_io_pct] -clock clk0 [all_outputs]
==> Implementation_results.wiki <==
=== Synthesis and place and route ===
{| class="wikitable"
! Metric !! Value
|-
| Area share of the largest cell type after synthesis || 0.460
|-
| Main flop type after synthesis || sky130_fd_sc_hd__edfxtp_1
|-
| Maximum fanout along the worst path || 33
|-
| Final Instance Area || 75500 µm²
|-
| Core Region || 165000 µm²
|-
| Total overflow reported by the global router || 0
|-
| Number of top-level design ports || 166
|-
| Maximum Capacitance Violations || 0
|-
| Portion of total power attributed to the clock network || 0.347
|-
| Count of antenna-violating nets left after detailed routing || 0
|-
| Cell Area, Synth || 66800 µm²
|-
| Instance count of the mapped netlist || 5370
|-
| Worst-case clock skew || 69.2 ps
|-
| Net switching power figure || 1140 µW
|-
| Height of the die || 411 µm
|-
| Post-route DRC || 0
|-
| Leakage dissipation || 0.0260 µW
|-
| Tool Warnings || 92
|-
| Number of buffers added by the clock tree synthesis step || 110
|-
| Share of the yosys chip area belonging to registers || 0.470
|-
| Slew HR || 0.263
|-
| Internal power summed over all cells || 2440 µW
|-
| Floorplan utilization || 0.404
|-
| Share of power burned in registers || 0.408
|-
| Power density normalized to cell area || 47.4 nW/µm²
|-
| Crit path from || idata[15]
|-
| Wirelength per Cell || 39.2 µm
|-
| Cell area reported after detailed placement || 71900 µm²
|-
| Cell at the root of the clock tree || sky130_fd_sc_hd__clkbuf_16
|-
| Max frequency || 0.0499 GHz
|-
| DP HPWL || 213 mm
|-
| Yosys Instances || 5370
|-
| Number of vias after detailed routing || 52800
|-
| Wire length of the first global-routing pass || 422 mm
|-
| Proportion of register bits with asynchronous set or reset after synthesis || 0
|-
| Switching share of total power || 0.318
|-
| Die Wd || 411 µm
|-
| Crit. End Element || output port
|-
| Run status || complete, no violations
|-
| Slack of the worst reg-to-reg path || 25470 ps
|-
| Maximum clock insertion buffer count || 3
|-
| Biggest area cells || sky130_fd_sc_hd__edfxtp_1 (46%), sky130_fd_sc_hd__mux4_2 (15%), sky130_fd_sc_hd__mux2i_1 (5.8%)
|-
| Startpoint of the worst register-to-register path || u2.memory[7][4]
|-
| Required arrival time at the worst endpoint || 26640 ps
|-
| Critical path startpoint category || input port
|-
| Hold bufs inserted after CTS || 0
|-
| Number of cell instances on the worst register-to-register path || 20
|-
| Combinational share of power || 0.245
|-
| Post-CTS setup-driven buffer insertion count || 0
|-
| Seq cells post-synth || 1055
|-
| Fin. Hold Viols || 0
|-
| Final core occ || 0.457
|-
| Clock tree from TritonCTS || yes
|-
| Mean area per synthesized cell || 12.4 µm²
|-
| Top cell type by total area after synthesis || sky130_fd_sc_hd__edfxtp_1
|-
| Count of library flops with an enable pin || 1024
|-
| Fraction of layout instances using a drive strength above 1 || 0.190
|-
| Peak supply drop || 0.0465 mV
|-
| Cell Type Count || 110
|-
| Setup violation total in the final timing report || 0
|-
| DR vias/cell || 6.78
|-
| Fin Setup TNS || 0 ps
|-
| Unrepaired setup endpoints after global routing || false
|-
| Worst EP arrival || 13370 ps
|-
| Smallest hold slack || 756 ps
|-
| Total GRT Usage || 0.385
|-
| Final critical-path required period || 20030 ps
|-
| Count of standard-cell rows || 149
|-
| Worst Hold Path Cells || 2
|-
| Max-slew violation count || 0
|-
| Vias in the first global route || 53900
|-
| Synthesis area per yosys || 66800 µm²
|-
| Post-cts resize count || 0
|-
| Number of optimization iterations in the first detailed-route pass || 28
|-
| Initial drt markers || 5457
|-
| Count of clock tree sinks || 1055
|-
| Clock transition at the registers of the reported paths || 40 ps
|-
| Non-filler cells in the finished layout || 7785
|-
| Pin count of the biggest net entering global routing || 67
|-
| Number of warnings issued by yosys || 4
|-
| Deepest level of the CTS H-tree || 3
|-
| Final weighted congestion in routability-driven placement || 1.06
|-
| Initial antenna violation count || 11
|-
| Ratio of final minimum period to clock period || 0.601
|-
| Cell count after placement || 7578
|-
| Area of the die || 169000 µm²
|-
| Crit Reg-Reg Endpoint || iaddr[23]
|-
| Clock latency of the later-clocked register in the worst-skew pair || 800 ps
|-
| Final Routed Wirelength || 305 mm
|-
| Class of the most critical setup path || in2out
|-
| Worst-Margin Slew || 1100 ps
|-
| Capturing instance or port of the critical path || daddr[18]
|-
| Hold Path Class || reg2reg
|-
| Count of input and output buffers || 164
|-
| Area added between synthesis and finish || 13.1%
|}
-- logic make-up after synthesis --
kind of cell	synth area share
XOR/XNOR	0.0174
adder cells (fa/ha/maj)	0.0373
flip-flops	0.470
buffers and inverters	0.0344
AND/OR/NAND/NOR	0.0850
other	0.0000561
AND-OR/OR-AND	0.143
multiplexers	0.213
-- power groups by stage --
stage	clock network (µW)	registers, µW	logic (µW)
4_1_cts	1260	1460	850
6_report	1240	1460	879
5_1_grt	1300	1460	914
-- layout by cell type (no fill, tap or decap), drive strengths merged, types with 157 or more instances in the layout --
cell and n:
ha 188, a22oi 212, a21oi 351, nor2 317
edfxtp 1024, clkdlybuf4s50 157, mux2i 388, o21ai 198
buf 260, mux4 445, nand2 338
-- layer usage --
metal	part of all wire	vias up	track usage
li1	-	21900	-
met1	0.36	26000	0.517
met2	0.42	4077	0.515
met3	0.15	737	0.230
met4	0.060	26	0.177
met5	0.0015	-	0.0260
-- worst max-delay path, cell delays in order --
cell and delay [ps]:
sky130_fd_sc_hd__buf_8 340, sky130_fd_sc_hd__buf_4 610, sky130_fd_sc_hd__buf_4 600, sky130_fd_sc_hd__mux4_2 590
sky130_fd_sc_hd__a22oi_1 210, sky130_fd_sc_hd__and4_1 480, sky130_fd_sc_hd__inv_1 300, sky130_fd_sc_hd__ha_1 400
sky130_fd_sc_hd__a21oi_1 360, sky130_fd_sc_hd__o21bai_1 140, sky130_fd_sc_hd__a21o_1 250, sky130_fd_sc_hd__a21oi_1 680
sky130_fd_sc_hd__o21ai_0 250, sky130_fd_sc_hd__xnor2_1 500, sky130_fd_sc_hd__nand2_1 90, sky130_fd_sc_hd__o21ai_0 190
sky130_fd_sc_hd__clkdlybuf4s50_1 550
-- cells in the mapped netlist (26+ instances only) --
cell and n:
sky130_fd_sc_hd__a31o_2 26, sky130_fd_sc_hd__a22oi_1 212, sky130_fd_sc_hd__nor3_1 76, sky130_fd_sc_hd__nor2b_1 42
sky130_fd_sc_hd__o22ai_1 41, sky130_fd_sc_hd__mux2_2 29, sky130_fd_sc_hd__a211oi_1 40, sky130_fd_sc_hd__nor4_1 29
sky130_fd_sc_hd__nand3_1 142, sky130_fd_sc_hd__mux2i_1 387, sky130_fd_sc_hd__buf_2 103, sky130_fd_sc_hd__a221oi_1 51
sky130_fd_sc_hd__xnor2_1 79, sky130_fd_sc_hd__nor2_1 313, sky130_fd_sc_hd__o21a_1 29, sky130_fd_sc_hd__o211ai_1 31
sky130_fd_sc_hd__a21o_1 77, sky130_fd_sc_hd__edfxtp_1 1024, sky130_fd_sc_hd__nand2b_1 40, sky130_fd_sc_hd__o221ai_1 28
sky130_fd_sc_hd__mux4_2 445, sky130_fd_sc_hd__dfxtp_1 31, sky130_fd_sc_hd__xor2_1 54, sky130_fd_sc_hd__ha_1 188
sky130_fd_sc_hd__a31oi_1 49, sky130_fd_sc_hd__inv_1 137, sky130_fd_sc_hd__o21bai_1 35, sky130_fd_sc_hd__nand4_1 68
sky130_fd_sc_hd__nand2_1 337, sky130_fd_sc_hd__a21oi_1 350, sky130_fd_sc_hd__buf_1 46, sky130_fd_sc_hd__clkbuf_1 228
sky130_fd_sc_hd__o21ai_0 185
-- sequential cells by signal (all words and copies together) (netlist names) --
name and cells:
iaddr 31, u2.memory 1024
-- cell type report --
type | instances | area (µm²)
fill | 14600 | 89800
tap | 2189 | 2740
multi-input combinational | 3773 | 33700
sequential | 1055 | 31400
inverter | 144 | 546
timing repair buffer | 417 | 3560
clock buffer | 128 | 2820
clock inverter | 72 | 816
antenna | 7 | 17.5
-- worst min path at each step --
stage         slack [ps]     start        to
finish               760  iaddr[1]  iaddr[1]
CTS                  750  iaddr[1]  iaddr[1]
global route         780  iaddr[1]  iaddr[1]
-- through the flow --
step | power [µW] | worst slack (ps)
floorplan | 1990 | 15220
global placement | 2340 | 13490
detailed placement | 2340 | 13440
CTS | 3570 | 13430
global route | 3680 | 13070
finish | 3580 | 13270
Power figures rest on the tool's default switching activity, not on a simulated workload.
